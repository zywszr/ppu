<file path="/design/flow/run.sh">
#!/bin/bash
# OpenROAD 26Q1-2900-gdf79404cd8, Yosys 0.63+post, stock flow scripts
make -C /OpenROAD-flow-scripts/flow DESIGN_CONFIG=/design/flow/config.mk WORK_HOME=/design/flow/orfs finish
</file>
<file path="/design/flow/config.mk">
export PLATFORM = sky130hd
export DESIGN_NAME = ppu_ri
export DESIGN_NICKNAME = ppu_ri
export VERILOG_FILES = /design/flow/design.v
export SDC_FILE = /design/flow/constraint.sdc
export NUM_CORES = 4
export LEC_CHECK = 1
export CORE_UTILIZATION = 30
</file>
<file path="/design/flow/constraint.sdc">
current_design ppu_ri

set clk_period 5.0
set clk_io_pct 0.2

create_clock -name clk0 -period $clk_period [get_ports {clk_in}]

set non_clock_inputs [all_inputs -no_clocks]
set_input_delay [expr $clk_period * $clk_io_pct] -clock clk0 $non_clock_inputs
set_output_delay [expr $clk_period * $clk_io_pct] -clock clk0 [all_outputs]
</file>
<file path="/design/flow/design.v">
module ppu_ri (
	input	wire        clk_in,			 
	input	wire        rst_in,			 
	input	wire [ 2:0] ri_sel_in,		 
	input	wire		ri_ncs_in,		 
	input	wire		ri_r_nw_in,		 
	input	wire [ 7:0] ri_d_in,		 
	input	wire		vbl_in,			 
	input	wire		sp_over_in,		 
	input	wire		sp0_hit_in,		 
	input	wire [ 7:0] vram_d_in,
	input	wire [ 7:0] pram_d_in,
	input	wire [ 7:0] oam_d_in,
	output	wire [ 7:0] ri_d_out,		 
	output  wire [13:0] vram_a_out, 
	output  reg  [ 7:0] vram_d_out,
	output	reg		    vram_wr_out,	 
	output	reg		    pram_wr_out,
	output  wire [ 7:0] oam_a_out,
	output	reg  [ 7:0] oam_d_out,
	output  reg		    oam_wr_out,		 
	output	wire		nmi_en_out,		
	output	wire		nt_v_out,
	output	wire		nt_h_out,	
	output	wire		sp_pt_sel_out,	
	output	wire		bg_pt_sel_out,
	output	wire		sp_h_out,
	output	wire		bg_lt_en_out,
	output	wire		sp_lt_en_out,
	output	wire		bg_en_out,
	output	wire		sp_en_out,
	output	wire		cv_out,
	output	wire		fv_out,
	output	wire		ch_out,
	output	wire		fh_out,
	output  wire        vbl_out
);
reg			q_v,		 d_v;
reg			q_h,		 d_h;
reg			q_incre,	 d_incre;
reg			q_sp_pt_sel, d_sp_pt_sel;
reg			q_bg_pt_sel, d_bg_pt_sel;
reg			q_sp_h,		 d_sp_h;
reg			q_nmi_en,	 d_nmi_en;
reg			q_bg_lt_en,	 d_bg_lt_en;
reg			q_sp_lt_en,	 d_sp_lt_en;
reg			q_bg_en,	 d_bg_en;
reg			q_sp_en,	 d_sp_en;
reg			q_vbl,		 d_vbl;
reg  [ 7:0] q_oam_a,	 d_oam_a;
reg	 [ 7:0] q_oam_d,	 d_oam_d;
reg	 [ 4:0]	q_cv,		 d_cv;
reg	 [ 2:0] q_fv,		 d_fv;
reg	 [ 4:0] q_ch,		 d_ch;
reg  [ 2:0] q_fh,		 d_fh;
reg  [13:0] q_vram_a,    d_vram_a;
reg	 [ 7:0]	q_vram_d,	 d_vram_d;
reg			q_wr_tog,	 d_wr_tog;
reg			q_ncs_in,	 d_ncs_in;
reg         q_vbl_in,    d_vbl_in;
reg			q_vram_wr,	 d_vram_wr;
reg			q_oam_wr,	 d_oam_wr;
reg	 [13:0]	q_inc_num,	 d_inc_num;
reg  [ 7:0] q_ri_d_out,  d_ri_d_out;
reg  [ 7:0] q_rd_buf,    d_rd_buf;
reg         q_rd_rdy,    d_rd_rdy;
always @(posedge clk_in) 
	begin
		if(rst_in)
			begin
				q_v			<= 1'h0;
				q_h			<= 1'h0;
				q_incre		<= 1'h0;
				q_sp_pt_sel <= 1'h0;
				q_bg_pt_sel <= 1'h0;
				q_sp_h		<= 1'h0;
				q_nmi_en	<= 1'h0;
				q_bg_lt_en  <= 1'h0;
				q_sp_lt_en  <= 1'h0;
				q_bg_en		<= 1'h0;
				q_sp_en		<= 1'h0;
				q_oam_a		<= 8'h0;
				q_cv		<= 5'h0;
				q_fv		<= 3'h0;
				q_ch		<= 5'h0;
				q_fh		<= 3'h0;
				q_vram_a	<= 14'h0000;
				q_wr_tog	<= 1'h0;
				q_ncs_in	<= 1'h1;
				q_inc_num	<= 14'h0000;
				q_ri_d_out  <= 8'h00;
				q_vbl_in    <= 1'h0;
				q_vbl       <= 1'h0;
				q_rd_buf    <= 8'h00;
				q_rd_rdy    <= 1'h0;
			end
		else 
			begin
				q_v			<= d_v;
				q_h			<= d_h;
				q_incre		<= d_incre;
				q_sp_pt_sel	<= d_sp_pt_sel;
				q_bg_pt_sel <= d_bg_pt_sel;
				q_sp_h		<= d_sp_h;
				q_nmi_en	<= d_nmi_en;
				q_bg_lt_en	<= d_bg_lt_en;
				q_sp_lt_en	<= d_sp_lt_en;
				q_bg_en		<= d_bg_en;
				q_sp_en		<= d_sp_en;
				q_oam_a		<= d_oam_a;
				q_cv		<= d_cv;
				q_fv		<= d_fv;
				q_ch		<= d_ch;
				q_fh		<= d_fh;
				q_vram_a	<= d_vram_a;
				q_wr_tog	<= d_wr_tog;
				q_ncs_in	<= d_ncs_in;
				q_inc_num	<= d_inc_num;
				q_ri_d_out  <= d_ri_d_out;
				q_vbl       <= d_vbl;
				q_vbl_in    <= d_vbl_in;
				q_rd_buf    <= d_rd_buf;
				q_rd_rdy    <= d_rd_rdy;
			end
	end
always @*
	begin
		d_v			= q_v;
		d_h			= q_h;
		d_incre		= q_incre;
		d_sp_pt_sel = q_sp_pt_sel;
		d_bg_pt_sel = q_bg_pt_sel;
		d_sp_h		= q_sp_h;
		d_nmi_en	= q_nmi_en;
		d_bg_lt_en	= q_bg_lt_en;
		d_sp_lt_en	= q_sp_lt_en;
		d_bg_en		= q_bg_en;
		d_sp_en		= q_sp_en;
		d_oam_a		= q_oam_a;
		d_oam_d		= 8'h0;
		d_cv		= q_cv;
		d_fv		= q_fv;
		d_ch		= q_ch;
		d_fh		= q_fh;
		d_vram_a	= q_vram_a;
		vram_d_out	= 8'h0;
		oam_d_out   = 8'h0;
		vram_wr_out	= 1'h0;
		oam_wr_out	= 1'h0;
		pram_wr_out = 1'h0;
		d_inc_num	= 14'h0000;
        d_ri_d_out  = 8'h00;
		d_rd_buf    = q_rd_rdy ? vram_d_in : q_rd_buf;
		d_rd_rdy    = 1'h0;
		d_vbl_in    = vbl_in;
		d_vbl       = (~q_vbl_in & vbl_in) ? 1'b1 :
		              (~vbl_in)            ? 1'b0 : q_vbl;
		d_ncs_in	= ri_ncs_in;
		if(q_ncs_in && ~ri_ncs_in) 
			begin
				if(ri_r_nw_in)	 
					begin
						case(ri_sel_in)
							3'h2:  
								begin
									d_ri_d_out	= {q_vbl, sp0_hit_in, sp_over_in, 5'b00000};
								    d_wr_tog    = 1'b0;
								    d_vbl       = 1'b0;
								end
							3'h4:  
								begin
									d_ri_d_out	= oam_d_in;	
								end
							3'h7:  
								begin
									d_ri_d_out	 = (q_vram_a[13:8] == 6'h3F) ? pram_d_in : q_rd_buf;
									d_rd_rdy     = 1'b1;
									d_inc_num	 = q_incre ? 14'h0020 : 14'h0001;
									d_vram_a     = q_vram_a + (q_incre ? 14'h0020 : 14'h0001);
								end
						endcase
					end
				else			 
					begin
						case(ri_sel_in)
							3'h0:  
								begin
									d_h			= ri_d_in[0];
									d_v			= ri_d_in[1];
									d_incre		= ri_d_in[2];
									d_sp_pt_sel	= ri_d_in[3];
									d_bg_pt_sel = ri_d_in[4];
									d_sp_h		= ri_d_in[5];
									d_nmi_en	= ri_d_in[7];
								end
							3'h1:  
								begin
									d_bg_lt_en	= ri_d_in[1];
									d_sp_lt_en	= ri_d_in[2];
									d_bg_en		= ri_d_in[3];
									d_sp_en		= ri_d_in[4];
								end
							3'h3:  
								begin
									d_oam_a		= ri_d_in;
								end
							3'h4:  
								begin
									oam_d_out   = ri_d_in;
									oam_wr_out	= 1'b1;
								    d_oam_a     = q_oam_a + 8'h01;
								end
							3'h5:  
								begin
									d_wr_tog	= ~q_wr_tog;
									if(~q_wr_tog)
										begin
											d_ch = ri_d_in[7:3];
											d_fh = ri_d_in[2:0];
										end
									else
										begin
											d_cv = ri_d_in[7:3];
											d_fv = ri_d_in[2:0];
										end
								end
							3'h6:  
								begin
									d_wr_tog	= ~q_wr_tog;
									if(~q_wr_tog)
										begin
											d_vram_a[13:8] = ri_d_in[5:0];
										end
									else
										begin
											d_vram_a[ 7:0] = ri_d_in;
										end
								end
							3'h7:  
								begin
								    if(q_vram_a[ 13:8] == 6'h3F)
										begin
											pram_wr_out	 = 1'b1;
										end
									else
										begin
											vram_wr_out	 = 1'b1;
										end
									vram_d_out	 = ri_d_in;
									d_inc_num	 = q_incre ? 14'h0020 : 14'h0001;
									d_vram_a     = q_vram_a + d_inc_num;
								end
						endcase
					end
			end
	end
assign ri_d_out			= (~ri_ncs_in & ri_r_nw_in) ? q_ri_d_out : 8'h00;
assign vram_a_out		= (vram_wr_out || pram_wr_out) ? q_vram_a - q_inc_num : q_vram_a;
assign oam_a_out		= q_oam_a;
assign nmi_en_out		= q_nmi_en;
assign nt_v_out			= q_v;
assign nt_h_out			= q_h;
assign sp_pt_sel_out	= q_sp_pt_sel;
assign bg_pt_sel_out	= q_bg_pt_sel;
assign sp_h_out			= q_sp_h;
assign bg_lt_en_out		= q_bg_lt_en;
assign sp_lt_en_out		= q_sp_lt_en;
assign bg_en_out		= q_bg_en;
assign sp_en_out		= q_sp_en;
assign cv_out			= q_cv;
assign fv_out			= q_fv;
assign ch_out			= q_ch;
assign fh_out			= q_fh;
assign vbl_out          = q_vbl;
endmodule
</file>
==> impl_metrics.py <==
# Synthesis and PnR figures
metrics = {
    "status": {
        "status": "completed",
    },
    "clock_network": {
        "cts_max_path_buffers": 2,
        "cts_htree_levels": 3,
        "clk_pin_slew_ns": 0.05,
        "cts_buffers": 9,
        "clk_latency_ns": 0.32,
        "cts_hold_buf": 0,
        "root_buffer": "clkbuf_16",
        "ctsResizeCount": 0,
        "cts_tree": "built",
        "cts_setup_buffers": 0,
    },
    "setup_path": {
        "r2r-start": "q_incre",
        "reg2reg_to": "q_vram_a[12]",
        "worst_setup_path_end_kind": "output pin",
        "crit_type": "in -> out",
        "crit_required_ns": 4.00,
        "slowest_stage": "clkdlybuf4s50_1",
        "reg2reg_depth": 7,
        "cpPeakStageDelay_ns": 0.47,
        "start_kind": "input pin",
        "crit_fanout": 20,
        "critical_path_arrival_ns": 3.25,
        "path_cells": "clkdlybuf4s50_1 -> buf_4 -> nor3b_1 -> buf_4 -> nand2_1 -> or3_1 -> xnor2_1 -> clkdlybuf4s50_1",
        "r2r_slack_ns": 2.87,
    },
    "final_timing": {
        "fin_skew_ns": 0.00598,
        "hold_slack_ns": 0.494,
        "drv_slew": 0,
        "rsz0062_at_grt": "false",
        "final.setup.tns_ns": 0,
        "setup_viol": 0,
        "finalCriticalPeriod_ns": 4.25,
        "finalHoldViolCount": 0,
        "fmax_mhz": 235,
        "untimed_endpoints": 1,
        "tightest_slew_ns": 0.887,
        "period_used_pct": 85.0,
        "unclocked_pins": 1,
        "slew_headroom_pct": 40.7,
    },
    "floorplanning": {
        "fp-utilization_pct": 30.7,
        "core_area_sq_um": 12000,
        "rows": 40,
        "die-area_sq_um": 12700,
        "die_y_um": 113,
        "die_w_um": 113,
        "io_pins": 106,
    },
    "power_and_ir_drop": {
        "power.leakage_nw": 1.89,
        "power_mw": 1.17,
        "vdd_drop_max_mv": 0.175,
        "cellPowerDensity_nw_per_um2": 231,
    },
    "logic_synthesis": {
        "yosys_register_bits": 61,
        "synth_area_sq_um": 3670,
        "yosys_warnings": 1,
        "synth-edff-count": 0,
        "async_reset_ff_share_pct": 0,
        "ys_area_sq_um": 3670,
        "syn-instance-count": 469,
        "postSynthAreaPerCell_sq_um": 7.83,
        "ys.flop_type": "dfxtp_1",
        "ys_cells": 469,
        "ys_types": 55,
    },
    "layout": {
        "syn2layout_area_growth_pct": 37.9,
        "fillerInstances": 1150,
        "drive_above_1_share_pct": 5.89,
    },
    "route": {
        "wl_per_cell_um": 15.0,
        "first_iter_violations": 220,
        "wl_um": 10600,
        "route.detailed.drc": 0,
        "route.vias.total": 3667,
        "ant_nets": 0,
        "via_per_inst": 5.19,
        "first_pass_iters": 5,
        "num_antenna_cells": 0,
    },
    "global_routing": {
        "antenna_found_initial": 0,
        "grt_pass1_wl_um": 17000,
        "grt_max_degree": 47,
        "grt_pass1_vias": 3340,
        "globalRouteOverflowTotal": 0,
        "grt_use_total_pct": 17.1,
    },
    "placed_design": {
        "portBuffers": 105,
        "hpwl_um": 7780,
        "gp_congestion": 0.874,
    },
    "worst_hold_path": {
        "min_from": "q_rd_buf[7]",
        "whs_endpoint": "q_rd_buf[7]",
        "hold_depth": 2,
        "hold_class": "reg -> reg",
    },
    "run": {
        "cap_violations": 0,
        "warnings": 25,
    },
}
[logic make-up after synthesis]
family | count (synthesis) | share of synthesized area [%]
muxes | 23 | 6.27
xor gates and xnor gates | 11 | 2.62
AOI/OAI and AO/OA | 107 | 18.5
and+or+nand+nor | 205 | 30.7
DFF | 60 | 32.7
latches | 1 | 0.409
adders and majority gates | 7 | 2.38
buffers and inverters | 55 | 6.44
[stage by stage]
| stage | worst slack [ns] | util (%) | instances | instance area [sq um] |
|---|---|---|---|---|
| 2_1_floorplan | 1.99 | - | 469 | 3670 |
| 3_3_place_gp | 0.801 | 40.1 | 691 | 4800 |
| 3_5_place_dp | 0.798 | 40.1 | 691 | 4800 |
| 4_1_cts | 0.752 | 42.3 | 707 | 5060 |
| 5_1_grt | 0.640 | 42.3 | 707 | 5060 |
| 6_report | 0.748 | 42.3 | 707 | 5060 |
[state kept, by name (all words and copies together) (netlist names), 2 cells and up]
name,count
q_vram_a,14
q_oam_a,8
q_rd_buf,8
q_ri_d_out,8
q_inc_num,2
[Yosys cell counts, types with 9 or more instances]
| cell | instances | area share, % |
|---|---|---|
| and2_1 | 17 | 2.9 |
| nor2_1 | 47 | 4.8 |
| clkbuf_1 | 22 | 2.2 |
| and3_1 | 24 | 4.1 |
| buf_2 | 9 | 1.2 |
| a21oi_1 | 25 | 3.4 |
| mux2i_1 | 23 | 6.3 |
| nand3_1 | 17 | 2.3 |
| and4_1 | 11 | 2.6 |
| inv_1 | 17 | 1.7 |
| nand2_1 | 31 | 3.2 |
| a31oi_1 | 15 | 2.6 |
| dfxtp_1 | 60 | 33 |
| o21ai_0 | 32 | 4.4 |
[per-layer routing]
layer	GRT usage, %	vias to the layer above	wire length, um	share of wire, %
met5	0	-	0	0
li1	-	1866	-	-
met4	2.04	0	144	1.4
met3	4.02	12	830	7.8
met2	26.9	138	4820	46
met1	24.8	1651	4790	45
[layout by cell type, fill, tap and decap left out, types with 4 or more instances in the layout]
cell and instances:
clkbuf_16 9, nor2_1 47, nand4_1 6, buf_4 8, a21oi_1 25, clkdlybuf4s50_1 105, nor4_1 4, o22ai_1 4
clkbuf_1 4, mux2i_1 23, and3_1 24, a22oi_1 4, and2_0 5, dfxtp_1 60, nor3b_1 7, ha_1 7
inv_1 17, a31oi_1 15, xnor2_1 8, nand3_1 17, and2_1 17, or2_2 4, nor3_1 8, o21ai_0 32
nor2b_1 7, nand2_1 31, and4_1 11
[critical path, delay by kind of cell]
| family | cells | cell delay [ns] |
|---|---|---|
| XOR/XNOR | 1 | 0.13 |
| buffers and inverters | 4 | 1.30 |
| AND/OR/NAND/NOR | 3 | 0.81 |
[how the worst max path moves through the flow]
stage	start	end	slack, ns
CTS	ri_r_nw_in	vram_a_out[3]	0.75
global route	ri_ncs_in	vram_a_out[12]	0.64
finish	ri_r_nw_in	vram_a_out[3]	0.75
[area by class of cell]
type	count	area [sq um]	share of cell area [%]
clock inverters	2	10.0	0.198
multi-input cells	353	2230	43.9
well taps	147	184	3.63
clock buffers	14	254	5.01
flip-flops and latches	61	1220	24.0
inverters	17	63.8	1.26
repair buffers	113	1110	21.9
[report_power, final]
group,leakage [nW],internal (mW),total [mW],switching (mW)
clock,0.131,0.347,0.543,0.196
combinational,1.27,0.0673,0.133,0.0653
sequential,0.493,0.487,0.495,0.00809
total,1.89,0.901,1.17,0.270
Power figures rest on the tool's default switching activity, not on a simulated workload.
